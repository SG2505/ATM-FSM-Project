**design/flow/config.mk**
```make
export PLATFORM = sky130hd
export DESIGN_NAME = ATM
export DESIGN_NICKNAME = ATM
export VERILOG_FILES = /design/flow/design.v
export SDC_FILE = /design/flow/constraint.sdc
export NUM_CORES = 4
export LEC_CHECK = 1
export CORE_AREA = 10 10 70 70
export DIE_AREA = 0 0 80 80
```
**design/flow/constraint.sdc**
```tcl
current_design ATM

set clk_period 1.6
set clk_io_pct 0.2

create_clock -name clk0 -period $clk_period [get_ports {clk}]

set non_clock_inputs [all_inputs -no_clocks]
set_input_delay [expr $clk_period * $clk_io_pct] -clock clk0 $non_clock_inputs
set_output_delay [expr $clk_period * $clk_io_pct] -clock clk0 [all_outputs]
```
**design/flow/design.v**
```verilog
module ATM (
input  wire        in_card, in_Lang, in_AnotherOp ,
input  wire        rst,
input  wire        clk,
input  wire [3:0]  in_PIN,
input  wire [1:0]  in_operation,
input  wire [3:0]  depositAmount,
input  wire [3:0]  withdrawAmount,
output reg         Balance_out,
output reg         O_NotEnough
);
reg    NotEnoughBalance;
localparam  [2:0]   Card_Entry = 3'b000,
                    Language = 3'b001,
                    PIN_Entry = 3'b010,
		            Transaction = 3'b011,
		            Deposit = 3'b100,
		            Withdraw = 3'b101 ,
					Balance = 3'b110;
reg    [2:0]        current_state,
                    next_state ;
reg    [3:0]		correct_PIN;
reg    [3:0]        User_Balance;
always @(posedge clk or negedge rst)
 begin
  if(!rst)
   begin
     current_state <= Card_Entry ;
	 correct_PIN <= 1111;
	 User_Balance <=1000;
   end
  else
   begin
     current_state <= next_state ;
   end
 end
always @(*)
 begin
  case(current_state)
  Card_Entry     : begin
              if(in_card)
			   next_state = Language ;
              else
               next_state = Card_Entry ;			  
             end
  Language       : begin
              if(in_Lang)
			   next_state = PIN_Entry ;
              else
               next_state = Language ;	   
            end
  PIN_Entry     : begin
              if(in_PIN[0] == 1'b1 && in_PIN[1] == 1'b1 && in_PIN[2] == 1'b1 && in_PIN[3] == 1'b1)
			   next_state = Transaction ;
              else
               next_state = PIN_Entry ;	    
            end
  Transaction    : begin
              if(in_operation == 2'b 00)
			   next_state = Transaction ;
	          else if (in_operation == 2'b 01)
               next_state = Deposit ;
              else if(in_operation == 2'b 10)
               next_state = Withdraw ;	 
              else if(in_operation == 2'b 11)
               	next_state = Balance ;		  
            end
  Deposit   : begin
             if(in_AnotherOp == 1'b 1)
			   next_state = Transaction ;
	         else if (in_AnotherOp == 1'b 0)
               next_state = Card_Entry ;
            end	
  Withdraw   : begin
			if(User_Balance < withdrawAmount)
				NotEnoughBalance = 1'b 1;
			else
				begin
             	NotEnoughBalance = 1'b 0;
				end
		    if(NotEnoughBalance)
			   next_state = Withdraw ;
	         else if (in_AnotherOp)
               next_state = Transaction ;
             else if(!in_AnotherOp)
               next_state = Card_Entry ;	   
            end	
  Balance  : begin
             if (in_AnotherOp)
               next_state = Transaction ;
			 else if (!in_AnotherOp)
			   next_state = Card_Entry;
            end	
  default :   next_state = Card_Entry ;		 
  endcase
end	
always @(*)
 begin
  case(current_state)
  Card_Entry: begin
              Balance_out   =  1'b0 ;
              O_NotEnough =	1'b0;		  
             end
  Language : begin
              Balance_out   =  1'b0 ;
			  O_NotEnough =	1'b0;
             end	
  PIN_Entry: begin
              Balance_out   =  1'b0 ;
              O_NotEnough =	1'b0;		  
             end
  Transaction: begin
              Balance_out   =  1'b0 ;	 
              O_NotEnough =	1'b0;			  
             end
  Deposit  : begin
              Balance_out   =  1'b1 ;
              O_NotEnough =	1'b0;			  
             end	
  Balance  : begin
              Balance_out   =  1'b1 ;
              O_NotEnough =	1'b0;			  
             end	
  Withdraw : begin
              if(NotEnoughBalance)
			   begin
			     Balance_out= 1'b0;
				 O_NotEnough =	1'b1;
			   end
			  else
               begin			  
                 Balance_out   =  1'b1 ;
                 O_NotEnough =	1'b0;
               end				 
             end	
  default  : begin
              Balance_out   =  1'b0 ;
			  O_NotEnough =	1'b0;
             end			  
  endcase
 end	
endmodule		
```
**design/flow/run.sh**
```bash
#!/bin/bash
# OpenROAD 26Q1-2900-gdf79404cd8, Yosys 0.63+post, stock flow scripts
make -C /OpenROAD-flow-scripts/flow DESIGN_CONFIG=/design/flow/config.mk WORK_HOME=/design/flow/orfs finish
```
==> results.tsv <==
metric	value	unit
tally of yosys warning messages	1	
row count	21	
final WL	977	um
Mapped Cells	41	
clock slew at reported path FFs	0.04	ns
Vias	386	
fin area	649	um2
worst ir drop on vdd	0.000129	V
I/O Buffers	16	
vias in the first global route	371	
count of tool warnings	32	
Final period util	93.9	%
HPWL Detailed	841	um
Yosys Chip Area	384	um2
CP cell instances	buf_6, and3b_2, and2_4, buf_2	
Avg WL per Cell	8.96	um
total grt overflow	0	
slowest CP cell	dfrtp_1	
post-detailed-route count of antenna-violating nets	0	
Pre-antenna DRT Iters	4	
mapped cell area	384	um2
XOR/XNOR Area Share	0	%
gp weighted congestion	0.771	
initial antenna violation count	0	
share of layout cells above drive strength 1	25.4	%
status	finished, final reports clean	
Power Dens Cells	408	nW/um2
Total GRT Usage	2.97	%
largest net degree at the start of global routing	10	
Worst Tran Pin Value	0.218	ns
DRC viols	0	
htree depth	1	
Die ar.	6400	um2
filler instances	381	
CTS tree	built	
core area	3420	um2
first-pass GRT wire length	1610	um
CP Capture Type	output port	
hold buffers post-CTS	0	
Starting DRT DRC Count	16	
Max Root-Sink Buffers	2	
top-level port count	21	
count of unclocked register or latch pins	4	
endpoints left unconstrained	7	
Antenna Diode Count	0	
aoi share	21.8	%
maximum clock rate	666	MHz
and+or+nand+nor area frac	21.5	%
CTS Buf Count	3	
Max-slew headroom	85.3	%
Worst Path Arrival	1.18	ns
Hold Path Class	in2async	
max cap viols	0	
Synth mux share	0	%
CP Class	reg2out	
setup_tns	0	ns
Final Hold Fails	0	
type of origin of the critical path	flip-flop	
Critical Path RT	1.28	ns
Adders+Majority by Area	13.0	%
final setup vio count	0	
Distinct lib cells used	25	
Synth Area per Inst	9.37	um2
register area	135	um2
Comb area	220	um2
Initial Util	11.2	%
Vert. Die Dim	80	um
crit path max fanout	3	
P&R area growth vs syn	69.1	%
Yosys Instances	41	
min Tclk post-route	1.50	ns
root buf cell	clkbuf_4	
CP max stage delay	0.38	ns
ys flops	7	
Main logic family	AND-OR/OR-AND gates	
dpl cell area	611	um2
Via density	3.54	
leak pwr	0.280	nW
RSZ-0062 raised after global routing	false	
die width	80	um
Final Max Slew Viols	0	
==> worst paths after layout <==
check,start,endpoint,slack [ns],cells past startpoint
setup / recovery,current_state[1]$_DFF_PN0_,O_NotEnough,0.1,4
hold / removal,rst,current_state[1]$_DFF_PN0_,0.27,1
max in group asynchronous,rst,current_state[2]$_DFF_PN0_,1.19,1
min in group clk0,current_state[0]$_DFF_PN0_,O_NotEnough,1.31,3
==> per-stage QoR <==
| step | hold slack, ns | std cells | utilization (%) | worst slack (ns) | power [mW] |
|---|---|---|---|---|---|
| 6_report | 0.272 | 109 | 19.0 | 0.0979 | 0.265 |
| 5_1_grt | 0.281 | 109 | 19.0 | 0.0438 | 0.280 |
| 4_1_cts | 0.267 | 109 | 19.0 | 0.0783 | 0.274 |
| 3_5_place_dp | 0.514 | 104 | 17.9 | 0.0616 | 0.136 |
| 3_3_place_gp | 0.510 | 104 | 17.9 | 0.0505 | 0.135 |
| 2_1_floorplan | 0.0244 | 41 | - | 0.451 | 0.0955 |
==> cell families after synthesis <==
logic type | count (synthesis)
AND-OR/OR-AND | 12
adder cells (fa/ha/maj) | 4
buffers and inverters | 6
flip-flops | 3
latches | 4
AND/OR/NAND/NOR | 12
==> timing repair <==
action | CTS | global route
setup endpoints to repair | 2 | 0
resized | 9 | 0
setup buffers | 1 | 0
==> routing by layer <==
metal | track usage [%] | up-vias | share of wire, %
li1 | - | 192 | -
met1 | 3.95 | 177 | 43
met2 | 4.09 | 15 | 44
met3 | 1.25 | 2 | 11
met4 | 1.23 | 0 | 3.0
met5 | 0 | - | 0
==> worst max-delay path, delay by kind of cell, from the launching register on <==
kind	cells	cell delay (ns)
simple gates	2	0.37
flops	1	0.38
buf+inv	2	0.20
==> where the power goes <==
group	switching [mW]	total [mW]	internal [mW]
sequential	0.0000592	0.0777	0.0776
combinational	0.0179	0.0574	0.0395
clock	0.0367	0.130	0.0933
==> state kept, by name, summed over array words and instances, names as in the netlist <==
register / cells
NotEnoughBalance: 1
next_state: 3
current_state: 3
==> layout make-up <==
type	count	share of cell area [%]
Tap cell	46	8.86
Inverter	3	1.73
Multi-Input combinational cell	28	33.9
Clock buffer	4	4.05
Sequential cell	7	20.8
Timing Repair Buffer	21	30.6
==> cell usage after synthesis <==
| master | instances | area (um2) |
|---|---|---|
| a21oi_1 | 2 | 10.0 |
| a311oi_1 | 1 | 8.76 |
| a31o_2 | 1 | 8.76 |
| a31oi_1 | 1 | 6.26 |
| a32oi_1 | 1 | 8.76 |
| and2_1 | 1 | 6.26 |
| and2_2 | 1 | 7.51 |
| and3b_2 | 1 | 10.0 |
| buf_2 | 2 | 10.0 |
| buf_6 | 1 | 11.3 |
| dfrtp_1 | 3 | 75.1 |
| dlxtn_1 | 3 | 45.0 |
| dlxtp_1 | 1 | 15.0 |
| ha_1 | 4 | 50.1 |
| inv_1 | 3 | 11.3 |
| nand2_1 | 4 | 15.0 |
| nor2b_1 | 1 | 6.26 |
| nor3_2 | 1 | 10.0 |
| nor3b_1 | 1 | 7.51 |
| o21ai_0 | 3 | 15.0 |
| o311a_1 | 1 | 10.0 |
| o31a_1 | 1 | 8.76 |
| o31ai_1 | 1 | 7.51 |
| or2_2 | 1 | 6.26 |
| or4b_4 | 1 | 13.8 |
==> cell usage in the layout, fill, tap and decap left out, drive strengths merged <==
cell type      netlist  layout
a21oi                2       2
a311oi               1       1
a31o                 1       1
a31oi                1       1
a32oi                1       1
and2                 2       2
and3b                1       1
buf                  3       6
clkbuf               0       4
clkdlybuf4s50        0      14
dfrtp                3       3
dlxtn                3       3
dlxtp                1       1
dlygate4sd2          0       1
ha                   4       4
inv                  3       3
nand2                4       4
nor2b                1       1
nor3                 1       1
nor3b                1       1
o21ai                3       3
o311a                1       1
o31a                 1       1
o31ai                1       1
or2                  1       1
or4b                 1       1
No activity file was given, so power comes from the tool's default toggle rates.
